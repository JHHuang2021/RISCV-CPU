[flow/config.mk]
export PLATFORM = sky130hd
export DESIGN_NAME = Decoder
export DESIGN_NICKNAME = Decoder
export VERILOG_FILES = /design/flow/design.v
export SDC_FILE = /design/flow/constraint.sdc
export NUM_CORES = 4
export LEC_CHECK = 1
export CORE_AREA = 10 10 101 101
export DIE_AREA = 0 0 111 111
[flow/design.v]
`timescale 1ns/1ps
module Decoder(
    input wire[31:0] inst,
    output reg is_ctrl,
    output reg is_ls,
    output reg[5:0 ] openum,
    output reg[5:0] rd,
    output reg[5:0] rs1,
    output reg[5:0] rs2,
    output reg[31:0 ] imm
  );
  always @(*)
  begin
    rd = inst[11:7 ];
    rs1 = inst[19:15 ];
    rs2 = inst[24:20 ];
    is_ctrl = 1'b0;
    is_ls = 1'b0;
    case (inst[6:0 ])
      7'b0110111 , 7'b0010111 :
      begin
        imm = {inst[31:12], 12'b0};
        if (inst[6:0 ] == 7'b0110111)
          openum = 6'd1;
        else if (inst[6:0 ] == 7'b0010111)
          openum = 6'd1;
      end
      7'b1101111:
      begin
        imm = {{12{inst[31]}}, inst[19:12], inst[20], inst[30:25], inst[24:21], 1'b0};
        openum = 6'd3;
        is_ctrl = 1'b1;
      end
      7'b1100111, 7'b0000011, 7'b0010011:
      begin
        imm = {{21{inst[31]}}, inst[30:20]};
        case (inst[6:0 ])
          7'b1100111 :
          begin
            openum = 7'b1100111;
            is_ctrl = 1'b1;
          end
          7'b0000011:
          begin
            case (inst[14:12])
              3'b000:
                openum = 6'd11;
              3'b001:
                openum = 6'd12;
              3'b010:
                openum = 6'd13;
              3'b100:
                openum = 6'd14;
              3'b101:
                openum = 6'd15;
            endcase
          end
          7'b0010011:
          begin
            if (inst[14:12] == 3'b101 && inst[31:25] == 7'b0100000)
              openum = 6'd37;
            else
            begin
              case (inst[14:12])
                3'b000:
                  openum = 6'd29;
                3'b010:
                  openum = 6'd30;
                3'b011:
                  openum = 6'd31;
                3'b100:
                  openum = 6'd32;
                3'b110:
                  openum = 6'd33;
                3'b111:
                  openum = 6'd34;
                3'b001:
                  openum = 6'd35;
                3'b101:
                  openum = 6'd36;
              endcase
            end
            if (openum == 6'd35 || openum == 6'd36 || openum == 6'd37)
            begin
              imm = imm[4:0];
            end
          end
        endcase
      end
      7'b1100011:
      begin
        rd = 5'h0;
        imm = {{20{inst[31]}}, inst[7:7], inst[30:25], inst[11:8], 1'b0};
        is_jump = 1'b1;
        case (inst[14:12])
          3'b000:
            openum = 6'd5;
          3'b001:
            openum = 6'd6;
          3'b100:
            openum = 6'd7;
          3'b101:
            openum = 6'd8;
          3'b110:
            openum = 6'd9;
          3'b111:
            openum = 6'd10;
        endcase
      end
      7'b0100011:
      begin
        rd = 5'h0;
        imm = {{21{inst[31]}}, inst[30:25], inst[11:7]};
        is_store = 1'b1;
        case (inst[14:12])
          3'b000:
            openum = 6'd16;
          3'b001:
            openum = 6'd17;
          3'b010:
            openum = 6'd18;
        endcase
      end
      7'b0110011:
      begin
        if (inst[14:12] == 3'b000 && inst[31:25] == 7'b0100000)
          openum = 6'd20;
        else if (inst[14:12] == 3'b101 && inst[31:25] == 7'b0100000)
          openum = 6'd26;
        else
        begin
          case (inst[14:12])
            3'b000:
              openum = 6'd19;
            3'b010:
              openum = 6'd22;
            3'b011:
              openum = 6'd23;
            3'b100:
              openum = 6'd24;
            3'b110:
              openum = 6'd27;
            3'b111:
              openum = 6'd28;
            3'b001:
              openum = 6'd21;
            3'b101:
              openum = 6'd25;
          endcase
        end
      end
      default
      begin
      end
    endcase
  end
endmodule
[flow/run.sh]
#!/bin/bash
# OpenROAD 26Q1-2900-gdf79404cd8, Yosys 0.63+post, stock flow scripts
make -C /OpenROAD-flow-scripts/flow DESIGN_CONFIG=/design/flow/config.mk WORK_HOME=/design/flow/orfs finish
[flow/constraint.sdc]
current_design Decoder

set clk_period 3.5
set clk_io_pct 0.2

create_clock -name clk0 -period $clk_period

set non_clock_inputs [all_inputs -no_clocks]
set_input_delay [expr $clk_period * $clk_io_pct] -clock clk0 $non_clock_inputs
set_output_delay [expr $clk_period * $clk_io_pct] -clock clk0 [all_outputs]
==> out/metrics.csv <==
metric,value,unit
track_usage,0.0979,
route.vias.total,2021,
run_status,"finished, final reports clean",
fp_util,0.244,
drv.max_cap_violation_count,0,
cpLargestDelayFamily,buffers and inverters,
die_area,0.0123,mm²
period_minus_ws_final,3.08,ns
vdd_ir_drop_max,23.0,µV
number_of_unconstrained_endpoints,76,
grt_max_degree,33,
power.share.clock,0,
synthCells,253,
crit_slowest_cell,clkdlybuf4s50_1,
finalPower,241,µW
leakagePower,1.13,nW
final_routed_wirelength_across_all_metal_layers,6460,µm
drc_errors,0,
ys_top_cells_by_area,"dlxtn_1 (29%), buf_4 (6.0%), a21oi_1 (4.5%)",
tool_warnings,38,
syn_avg_cell_area,7.86,µm²
num_antenna_cells,0,
yosys.cell_types.count,54,
p_comb_frac,0.850,
setup_viol,0,
crit_cells,5,
fmax,0.325,GHz
synth.top_cell.area_share,0.287,
finalHoldViolations,0,
drt-vias-per-instance,4.83,
dpl.hpwl,5180,µm
tightestPinTransition,0.787,ns
slew_headroom,0.475,
post-cts-setup-buffer-count,0,
via_count_of_the_first_global_routing_pass,1933,
floorplan.core_area,0.00813,mm²
powerDensity,85.7,mW/mm²
crit_path_frequent_cell,clkdlybuf4s50_1,
synth_area_leader_cell,dlxtn_1,
cp_data_arrival_time,2.38,ns
std_cell_rows,33,
yosysChipArea,0.00199,mm²
most_common_cell,dlxtn_1,
critical_path.max_fanout,11,
timing.critical_path.slowest_cell_delay,0.68,ns
gr-total-overflow,0,
cts-hold-fix-buffers,0,
required,2.80,ns
post_route_cells_drive_above_1_share,0.0543,
pin_count,90,
internal_power,149,µW
timing_worst_setup_path_type,primary input to primary output,
critical_path.startpoint_type,primary input,
sequentialPowerShare,0.150,
die_w,111,µm
dr.pass1.iters,7,
layout-area-overhead-vs-synth,41.3,%
fin_setup_tns,0,ns
p_sw,91.7,µW
port-buffer-count,86,
timing.hold.worst.class,primary input to primary output,
asyncSetResetFlopFracSynth,0,
cp.buffers_inverters,2,
wire_per_inst,15.4,µm
switching_portion_of_total_power,0.381,
holdPathStages,2,
holdWs,2.22,ns
drt_iter0_drc,165,
flop_cell,dlxtn_1,
syn-cell-area,0.00199,mm²
routabilityCongestion,0.873,
die_h,111,µm
final.period_utilization,0.880,
grt_setup_unrepaired,no,
yosysWarnings,5,
resize_count_post_cts,0,
grt_first_pass_wirelength,10400,µm
core_occupancy_in_the_finished_layout,0.345,
critical_path.cell_chain,clkdlybuf4s50_1 > nor2b_1 > nand2_1 > and2_1 > clkdlybuf4s50_1,
timing.final.max_slew_violations,0,
unclocked_regs,38,
detail-route-antenna-nets,0,
synthTopCellsByCount,"dlxtn_1 (38), a21oi_1 (18), nor3_1 (18)",
setup.worst_path.end_class,primary output,
antenna_violations_before_repair,0,
post_synth_edffs,0,
yosys_register_bits,38,
total_cells_reported_by_yosys_after_synthesis,253,
[power by group through the flow]
stage     clock network [mW]  logic, mW  registers, mW
6_report                   0      0.205         0.0361
5_1_grt                    0      0.226         0.0384
4_1_cts                    0      0.208         0.0364
[placed cells by master (no fill, tap or decap), types with 3 or more instances in the layout]
cell type and count:
conb_1 4, o221ai_1 3, a31oi_1 3, a21oi_1 18
inv_1 13, a221oi_1 3, and2_1 8, a22o_1 7
nor2b_1 8, o22ai_1 8, clkdlybuf4s50_1 86, nand2b_1 4
o21ai_0 14, nand3_1 5, nor3_1 18, buf_4 7
ha_1 7, nor2_1 12, dlxtn_1 38, nand2_1 8
a21o_1 5
[logic make-up (layout without fill, tap and decap cells)]
group,after synthesis,count (layout),synth area share
and+or+nand+nor,78,78,0.241
xor gates and xnor gates,1,1,0.00441
other,1,4,0.00189
adders and majority gates,7,7,0.0441
buffers and inverters,49,106,0.142
AOI/OAI and AO/OA,79,79,0.279
latches,38,38,0.287
[per-layer routing]
layer  vias up  track usage  part of all wire
li1       1009            -                 -
met1       935        0.133              0.46
met2        75        0.159              0.45
met3         2       0.0285             0.085
met4         0      0.00260            0.0031
met5         -            0                 0
[final cells by class]
class,instances,area [µm²]
timing repair buffer,93,913
multi-input combinational,169,1150
tap,105,131
fill,820,5320
sequential,38,571
inverter,13,48.8
[registers in the layout, indices dropped and copies added (netlist names)]
name    cells
imm        32
openum      6
[worst paths after layout]
kind,slack [ns],to,start
setup / recovery,0.42,rd[1],inst[5]
hold / removal,2.22,rs1[0],inst[15]
[stage by stage]
stage	instances	area (µm²)	setup slack (ns)
floorplan	256	2000	1.37
global placement	418	2810	0.478
detailed placement	418	2810	0.425
CTS	418	2810	0.420
global route	418	2810	0.312
finish	418	2810	0.422
